**run.sh**
```bash
#!/bin/bash
# OpenROAD 26Q1-2900-gdf79404cd8, Yosys 0.63+post, stock flow scripts
make -C /OpenROAD-flow-scripts/flow DESIGN_CONFIG=/design/flow/config.mk WORK_HOME=/design/flow/orfs finish
```
**config.mk**
```make
export PLATFORM = sky130hd
export DESIGN_NAME = topm
export DESIGN_NICKNAME = topm
export VERILOG_FILES = /design/flow/design.v
export SDC_FILE = /design/flow/constraint.sdc
export NUM_CORES = 4
export LEC_CHECK = 1
export CORE_UTILIZATION = 40
```
**constraint.sdc**
```tcl
current_design topm

set clk_period 6.3
set clk_io_pct 0.2

create_clock -name clk0 -period $clk_period [get_ports {clk}]

set non_clock_inputs [all_inputs -no_clocks]
set_input_delay [expr $clk_period * $clk_io_pct] -clock clk0 $non_clock_inputs
set_output_delay [expr $clk_period * $clk_io_pct] -clock clk0 [all_outputs]
```
**design.v**
```verilog
`timescale 1ns / 1ps
`timescale 1ns/1ns
module topm#(
    parameter WIDTH            = 32
)        
	(
    input                      clk,
    input                      rst_n,
    input                      en_i,
    input[WIDTH-1:0]           data_i,
    input                      rdy_to_recieve,
    output                     en_o,
    output reg[WIDTH-1:0]          data_out,
    output                     rdy_to_send
    );
    wire[WIDTH-1:0] data_o;
    reg[WIDTH-1:0] data_out1;
    reg[WIDTH-1:0] data_out2;
    wire M2S_val;
    wire S2M_rdy;
    wire flag;
    wire [WIDTH-1:0] M2S_data;
    always@(posedge clk)begin
        data_out1 <= data_o;
    end
    always@(posedge clk)begin
        data_out <= (en_o&&rdy_to_recieve)?data_o:{WIDTH{1'bx}};
    end
    func#(
    .WIDTH(WIDTH)
    )   U_master     
	(
    .clk(clk),
    .rst_n(rst_n),
    .VALID_UP(en_i),
    .READY_UP(rdy_to_send),
    .DATA_UP(data_i),
    .VALID_DOWN(M2S_val),
    .READY_DOWN(S2M_rdy),
    .DATA_DOWN(M2S_data)
    );
    func#(
    .WIDTH(WIDTH)
    )   U_slave     
	(
    .clk(clk),
    .rst_n(rst_n),
    .VALID_UP(M2S_val),
    .READY_UP(S2M_rdy),
    .DATA_UP(M2S_data),
    .VALID_DOWN(en_o),
    .READY_DOWN(rdy_to_recieve),
    .DATA_DOWN(data_o)
    );
endmodule
module func#(
        parameter WIDTH            = 32
    )        
        (
        input                      clk,
        input                      rst_n,
        input                      VALID_UP,
        output reg                 READY_UP,
        input  [WIDTH-1:0]         DATA_UP,
        output                     VALID_DOWN,
        input                      READY_DOWN,
        output [WIDTH-1:0]         DATA_DOWN,
        output vas
        );
    wire                       store_data;
    reg    [WIDTH-1:0]         buffered_data;
    reg                        buffer_valid;
    assign store_data = VALID_UP && READY_UP && ~READY_DOWN;
    assign vas = (~store_data);
    always @(posedge clk)
        if (!rst_n)  buffer_valid <= 1'b0;
        else        buffer_valid <= buffer_valid ? ~READY_DOWN: store_data;
    always @(posedge clk)
        if (!rst_n)  buffered_data <= {WIDTH{1'b0}};
        else        buffered_data <= store_data ? DATA_UP : buffered_data;
    always @(posedge clk) begin
        if (!rst_n)  READY_UP <= 1'b1; 
        else        READY_UP <= READY_DOWN || ((~buffer_valid) && (~store_data));  
        end
    assign VALID_DOWN = READY_UP? VALID_UP : buffer_valid;
    assign DATA_DOWN  = READY_UP? DATA_UP  : buffered_data;
endmodule
```
==> Slide: Implementation Results <==
Key Metrics from the Run

Routing
  • Post-Route M1 WL: 3.99 mm
  • Wire length per cell: 13.6 um
  • Iter 0 DRT Violations: 143
  • Highest Signal Layer: met4
  • Pre-antenna DRT Iters: 4
  • Met3 WL: 250 um
  • Vias: 2921
  • Diode count: 0
  • Vias/cell: 4.96
  • DRT Wirelength: 8.03 mm
  • Met2 WL: 3.68 mm
  • Routed Antenna Nets: 0
  • DRC violations left: 0

Power and ir drop
  • Clock power frac: 39.8%
  • Power Total: 0.00139 W
  • Switching part of the total: 20.8%
  • Int Pwr: 0.00110 W
  • Logic gate share of total power: 10.9%
  • Leakage power: 2.34 nW
  • NetSw: 0.000290 W
  • Reg power frac: 49.3%
  • P per Cell Area: 288 mW/mm2
  • Max IR drop VDD: 142 uV

Final timing
  • Worst slew pin tran: 736 ps
  • Min cycle time layout: 4200 ps
  • Final worst-path cycle share: 66.7%
  • RSZ-0062 raised after global routing: no
  • Hold WS: 456 ps
  • Max Clock Freq: 0.238 GHz
  • Clk_skew: 7.62 ps
  • Final hold violations: 0
  • Setup total negative slack: 0 ps
  • Final setup viols: 0
  • Slew headroom: 50.8%
  • Slew Viols, Final: 0

Layout
  • Area Growth Syn to Fin: 26.2%
  • FILL cells: 853
  • Most numerous logic cell after layout: dfxtp_1
  • Top Layout Cells: 98 x dfxtp_1, 68 x clkdlybuf4s50_1, 64 x nand2_1
  • Layout cell share with drive strength beyond 1: 6.52%

Floorplanning
  • Die width: 100 um
  • Fp util: 41.4%
  • Rows: 35
  • Die area: 0.0100 mm2
  • Core Area: 0.00928 mm2
  • Die Y: 100 um
  • Io pins: 70

Clock tree
  • CTS Hold Bufs: 0
  • TritonCTS Sinks: 100
  • PostCTS Resize Cnt: 0
  • # Post-CTS Setup Buffers: 0
  • Cts bufs inserted: 9
  • H-tree Lvls: 3
  • Clk slew on worst S/H paths: 90 ps
  • Clock root cell: clkbuf_8
  • Max Root-Sink Buffers: 2
  • Clock latency (worst-skew pair): 350 ps
  • CTS tree: yes

Critical path
  • Reg-to-Reg Start: U_master.READY_UP
  • WP data required: 5040 ps
  • CP Capture Type: output pin
  • FF-to-FF End: U_master.buffered_data[16]
  • Crit-path max FO: 35
  • Kind of critical path: primary input to output pin
  • Register-to-Register Path Depth: 5
  • CP arrival: 2940 ps
  • Worst Setup Start Kind: primary input
  • FF-to-FF setup slack: 4030 ps

Global route
  • First-pass GRT wire length: 13.2 mm
  • GRT overflow: 0
  • Vias in the first global route: 2744
  • Largest net degree at the start of global routing: 70
  • Antenna violations before repair: 0
  • Gr usage total: 16.9%

Synth
  • Compound-Gate Fraction of Synth Area: 19.0%
  • Seq share, synth: 52.1%
  • Adder share: 0%
  • Logic family by area: AND-OR/OR-AND gates
  • # Cells Yosys: 405
  • Synthesized area per cell: 9.48 um2
  • Flops after synth: 100
  • MUX area fraction: 9.02%
  • Simple-gate share of the synthesized area: 14.9%
  • Synth Instances: 405
  • Area fraction in xor and xnor cells: 0%
  • Distinct cells, synth: 21
  • Yosys chip area: 0.00384 mm2
  • Synth Warn #: 2
  • Synthesized area: 0.00384 mm2

Min path
  • Hold crit path type: flip-flop to flip-flop
  • Hold path cells: 2
  • Hold path endpoint: U_master.buffered_data[19]
  • Min-delay src: U_master.buffered_data[19]

Placed design
  • Gpl congestion: 0.717
  • Post-detail-place hpwl: 4.70 mm
  • Count of input and output buffers: 69

Flow run
  • Max-Cap Viols: 0
  • Tool Warnings: 25

Run status
  • Outcome: finished clean
worst max path at each step:
stage / from / to / slack, ps / cells after the start
finish: en_i / en_o / 2100 / 4
CTS: en_i / en_o / 2100 / 4
global route: en_i / en_o / 2050 / 4
through the flow:
step | util (%) | area [um2] | setup WS, ps | cells
detailed placement | 49.1 | 4560 | 2110 | 573
finish | 52.2 | 4850 | 2100 | 589
floorplan | - | 3840 | 3050 | 405
CTS | 52.2 | 4850 | 2100 | 589
global placement | 49.1 | 4560 | 2110 | 573
global route | 52.2 | 4850 | 2050 | 589
critical path, cell delays in order:
cell and delay (ps):
clkdlybuf4s50_1 520, mux2_4 440, mux2_2 240, clkdlybuf4s50_1 460
layout make-up:
type                    instances  area (um2)  share of cell area, %
repair buffers                 76         738                   15.2
well taps                     129         161                   3.33
clock buffers                   9         124                   2.56
clock inverters                 7         163                   3.36
flip-flops and latches        100        2000                   41.4
inverters                       1        3.75                 0.0774
multi-input cells             267        1650                   34.1
synth_stat cells, drive strengths merged:
cell type | number | area (um2)
dfxtp | 100 | 2000
nand2 | 64 | 240
a21oi | 34 | 170
a21boi | 32 | 240
mux2i | 32 | 320
nand3 | 32 | 160
nor2 | 32 | 120
o211a | 32 | 320
clkbuf | 25 | 93.8
buf | 12 | 91.3
mux2 | 2 | 26.3
nor3b | 2 | 15.0
and2 | 1 | 6.26
and3b | 1 | 8.76
inv | 1 | 3.75
nand3b | 1 | 7.51
nor2b | 1 | 6.26
or3b | 1 | 8.76
cells by family (layout without fill, tap and decap cells):
| logic type | after synthesis | in the layout |
|---|---|---|
| compound gates | 98 | 98 |
| mux | 34 | 34 |
| flops | 100 | 100 |
| simple gates | 135 | 135 |
| buf+inv | 38 | 93 |
state kept, by name, indices dropped and copies added (netlist names):
register                flops
U_master.buffered_data     32
U_master.READY_UP           1
data_out                   32
U_slave.READY_UP            1
U_slave.buffered_data      32
U_slave.buffer_valid        1
U_master.buffer_valid       1
metal layers:
metal / track usage [%] / vias to the layer above
li1: - / 1495
met1: 25.8 / 1366
met2: 27.3 / 51
met3: 2.27 / 9
met4: 2.34 / 0
met5: 0 / -
power groups by stage:
stage	logic [W]	registers, W	clock network (W)
after CTS	0.000154	0.000688	0.000568
after global routing	0.000167	0.000692	0.000599
final	0.000151	0.000688	0.000555
Power and IR drop assume default switching activity.
